==> flow/config.mk <==
export PLATFORM = sky130hd
export DESIGN_NAME = lokiBitMap
export DESIGN_NICKNAME = lokiBitMap
export VERILOG_FILES = /design/flow/design.v
export SDC_FILE = /design/flow/constraint.sdc
export NUM_CORES = 4
export LEC_CHECK = 1
export CORE_UTILIZATION = 30
==> flow/constraint.sdc <==
current_design lokiBitMap

set clk_period 1.2
set clk_io_pct 0.2

create_clock -name clk0 -period $clk_period [get_ports {clk}]

set non_clock_inputs [all_inputs -no_clocks]
set_input_delay [expr $clk_period * $clk_io_pct] -clock clk0 $non_clock_inputs
set_output_delay [expr $clk_period * $clk_io_pct] -clock clk0 [all_outputs]
==> flow/design.v <==
 module lokiBitMap (
					input	logic	clk, 
					input	logic	resetN, 
					input logic	[10:0] offsetX, 
					input logic	[10:0] offsetY, 
					input	logic	InsideRectangle,  
					output	logic	drawingRequest,  
					output	logic	[7:0] RGBout,   
					output	logic	[3:0] HitEdgeCode  
 ) ; 
localparam logic [7:0] TRANSPARENT_ENCODING = 8'h00 ; 
logic[0:31][0:31][7:0] object_colors = {
	{8'h00,8'h00,8'h00,8'h00,8'h00,8'h00,8'h00,8'h00,8'h00,8'h00,8'h00,8'h00,8'h00,8'h00,8'h00,8'h00,8'h00,8'h00,8'h00,8'h00,8'h00,8'h00,8'h00,8'h00,8'h00,8'h00,8'h00,8'h00,8'h00,8'h00,8'h00,8'h00},
	{8'h00,8'h00,8'h00,8'h00,8'h00,8'h00,8'h00,8'h00,8'h00,8'h00,8'h00,8'h00,8'h00,8'h00,8'h00,8'h00,8'h00,8'h00,8'h00,8'h00,8'h00,8'h00,8'h00,8'h00,8'h00,8'h00,8'h00,8'h00,8'h00,8'h00,8'h00,8'h00},
	{8'h00,8'h00,8'h00,8'h00,8'h00,8'h6d,8'h05,8'h05,8'h00,8'h00,8'h00,8'h00,8'h00,8'h00,8'h00,8'h00,8'h00,8'h00,8'h00,8'h00,8'h00,8'h00,8'h00,8'h05,8'h05,8'h05,8'h00,8'h00,8'h00,8'h00,8'h00,8'h00},
	{8'h00,8'h00,8'h00,8'h00,8'h05,8'hfd,8'h05,8'h00,8'h00,8'h00,8'h00,8'h00,8'h00,8'h00,8'h00,8'h00,8'h00,8'h00,8'h00,8'h00,8'h00,8'h00,8'h00,8'h00,8'h00,8'hfd,8'h05,8'h00,8'h00,8'h00,8'h00,8'h00},
	{8'h00,8'h00,8'h00,8'h00,8'h05,8'hfd,8'h05,8'h00,8'h00,8'h00,8'h00,8'h00,8'h00,8'h00,8'h00,8'h00,8'h00,8'h00,8'h00,8'h00,8'h00,8'h00,8'h00,8'h00,8'h00,8'hfd,8'hfd,8'h00,8'h00,8'h00,8'h00,8'h00},
	{8'h00,8'h00,8'h00,8'h00,8'hfd,8'hfd,8'h05,8'h00,8'h00,8'h00,8'h00,8'h00,8'h00,8'h00,8'h00,8'h00,8'h00,8'h00,8'h00,8'h00,8'h00,8'h00,8'h00,8'h00,8'h00,8'hfd,8'hfd,8'h92,8'h00,8'h00,8'h00,8'h00},
	{8'h00,8'h00,8'h00,8'h00,8'hfd,8'hfd,8'h05,8'h00,8'h00,8'h00,8'h00,8'h00,8'h00,8'h00,8'h00,8'h00,8'h00,8'h00,8'h00,8'h00,8'h00,8'h00,8'h00,8'h00,8'h05,8'hfd,8'hfd,8'h00,8'h00,8'h00,8'h00,8'h00},
	{8'h00,8'h00,8'h00,8'h00,8'h05,8'hfd,8'hfd,8'h00,8'h00,8'h00,8'h00,8'h00,8'h00,8'h00,8'h00,8'h00,8'h00,8'h00,8'h00,8'h00,8'h00,8'h00,8'h00,8'h00,8'hb1,8'hfd,8'hfd,8'h00,8'h00,8'h00,8'h00,8'h00},
	{8'h00,8'h00,8'h00,8'h00,8'h05,8'hfd,8'hfd,8'h05,8'h00,8'h00,8'h00,8'h00,8'h00,8'h00,8'h00,8'h00,8'h00,8'h00,8'h00,8'h00,8'h00,8'h00,8'h00,8'h05,8'hfd,8'hfd,8'h05,8'h00,8'h00,8'h00,8'h00,8'h00},
	{8'h00,8'h00,8'h00,8'h00,8'h00,8'hfd,8'hfd,8'hfd,8'h05,8'h05,8'h05,8'h05,8'h05,8'h05,8'h05,8'h05,8'h05,8'h05,8'h05,8'h05,8'h05,8'h05,8'h05,8'hfd,8'hfd,8'hfd,8'h05,8'h00,8'h00,8'h00,8'h00,8'h00},
	{8'h00,8'h00,8'h00,8'h00,8'h00,8'h05,8'hfd,8'hfd,8'hfd,8'hfd,8'h05,8'h05,8'hfd,8'hfd,8'hfd,8'hfd,8'hfd,8'hfd,8'hfd,8'hf9,8'h05,8'hfd,8'h05,8'hfd,8'hfd,8'hfd,8'h00,8'h00,8'h00,8'h00,8'h00,8'h00},
	{8'h00,8'h00,8'h00,8'h00,8'h00,8'h05,8'hfd,8'hfd,8'h05,8'h05,8'hfd,8'hfd,8'hfd,8'h05,8'h05,8'hf9,8'hb5,8'h05,8'h6d,8'hfd,8'hfd,8'hfd,8'h05,8'hf9,8'hfd,8'h05,8'h00,8'h00,8'h00,8'h00,8'h00,8'h00},
	{8'h00,8'h00,8'h00,8'h00,8'h00,8'h05,8'h05,8'hfd,8'hfd,8'h05,8'h05,8'hfd,8'hfd,8'hfd,8'hfd,8'hfd,8'hfd,8'hfd,8'hfd,8'hfd,8'h05,8'h05,8'hfd,8'hfd,8'hfd,8'hfd,8'h00,8'h00,8'h00,8'h00,8'h00,8'h00},
	{8'h00,8'h00,8'h00,8'h00,8'h00,8'h05,8'hf9,8'h05,8'h05,8'hfd,8'hfd,8'h6d,8'hfd,8'hfd,8'hfd,8'hfd,8'hfd,8'h05,8'hfd,8'h05,8'hfd,8'hfd,8'h05,8'hf9,8'h05,8'hfd,8'h00,8'h00,8'h00,8'h00,8'h00,8'h00},
	{8'h00,8'h00,8'h00,8'h00,8'h00,8'h05,8'hfd,8'hfd,8'hfd,8'hfd,8'h05,8'h05,8'h05,8'hfd,8'h05,8'hfd,8'hd5,8'hfd,8'h05,8'h05,8'h05,8'h05,8'hfd,8'hfd,8'hfd,8'hfd,8'h00,8'h00,8'h00,8'h00,8'h00,8'h00},
	{8'h00,8'h00,8'h00,8'h00,8'h00,8'h05,8'hfd,8'h05,8'h05,8'hfe,8'hfe,8'hfe,8'hfe,8'h05,8'hfd,8'hfd,8'h05,8'h05,8'hfe,8'hfe,8'hfe,8'hfe,8'hfe,8'h05,8'hfd,8'hfd,8'h00,8'h00,8'h00,8'h00,8'h00,8'h00},
	{8'h00,8'h00,8'h00,8'h00,8'h00,8'h05,8'hfd,8'hfe,8'hfe,8'hfe,8'hfe,8'hfe,8'hfe,8'hfe,8'hfd,8'hfd,8'hfd,8'h91,8'hfe,8'hfe,8'hfe,8'hfe,8'hfe,8'hfe,8'h05,8'hfd,8'h00,8'h00,8'h00,8'h00,8'h00,8'h00},
	{8'h00,8'h00,8'h00,8'h00,8'h00,8'h05,8'h05,8'hfe,8'hfe,8'hfe,8'hfe,8'hfe,8'hfe,8'hfe,8'h05,8'hfd,8'h05,8'hfe,8'hfe,8'hfe,8'hfe,8'hfe,8'hfe,8'hfe,8'h05,8'hfd,8'h00,8'h00,8'h00,8'h00,8'h00,8'h00},
	{8'h00,8'h00,8'h00,8'h00,8'h00,8'h05,8'h05,8'hfe,8'hfe,8'hfe,8'hfe,8'hfe,8'hfe,8'hfe,8'hfe,8'h05,8'hfe,8'hfe,8'hfe,8'hfe,8'hfe,8'hfe,8'hfe,8'hfe,8'h05,8'hfd,8'h00,8'h00,8'h00,8'h00,8'h00,8'h00},
	{8'h00,8'h00,8'h00,8'h00,8'h00,8'h05,8'h05,8'hfe,8'hfe,8'hfe,8'h05,8'h25,8'hfe,8'hfe,8'hfe,8'hfe,8'hfe,8'hfe,8'hfe,8'hfe,8'h05,8'h05,8'hfe,8'hfe,8'h05,8'hfd,8'h00,8'h00,8'h00,8'h00,8'h00,8'h00},
	{8'h00,8'h00,8'h00,8'h00,8'h00,8'h05,8'h05,8'hfe,8'hfe,8'h6d,8'hff,8'h05,8'hfe,8'hfe,8'hfe,8'hfe,8'hfe,8'hfe,8'hfe,8'hff,8'h00,8'h05,8'hfe,8'hfe,8'h05,8'hfd,8'h00,8'h00,8'h00,8'h00,8'h00,8'h00},
	{8'h00,8'h00,8'h00,8'h00,8'h00,8'h05,8'h05,8'hfe,8'hfe,8'hfe,8'hfe,8'hfe,8'hfe,8'hfe,8'hfe,8'hfe,8'hfe,8'hfe,8'hfe,8'hfe,8'hfe,8'hfe,8'hfe,8'hfe,8'h05,8'hfd,8'h00,8'h00,8'h00,8'h00,8'h00,8'h00},
	{8'h00,8'h00,8'h00,8'h00,8'h00,8'h05,8'h05,8'hfe,8'hfe,8'hfe,8'hfe,8'hfe,8'hfe,8'hfe,8'hfe,8'hfe,8'hfe,8'hfe,8'hfe,8'hfe,8'hfe,8'hfe,8'hfe,8'hfe,8'h05,8'hfd,8'h00,8'h00,8'h00,8'h00,8'h00,8'h00},
	{8'h00,8'h00,8'h00,8'h00,8'h00,8'h05,8'h05,8'hfe,8'hfe,8'hfe,8'hfe,8'hfe,8'hfe,8'hfe,8'hfe,8'hfe,8'hfe,8'hfe,8'hfe,8'hfe,8'hfe,8'hfe,8'hfe,8'hfe,8'h05,8'hfd,8'h00,8'h00,8'h00,8'h00,8'h00,8'h00},
	{8'h00,8'h00,8'h00,8'h00,8'h00,8'h05,8'hfd,8'hfa,8'hfe,8'hfe,8'hfe,8'hfe,8'hfe,8'hfe,8'hfe,8'hfe,8'hfe,8'hfe,8'hfe,8'hfe,8'hfe,8'hfe,8'hfe,8'hfe,8'hf5,8'hfd,8'h00,8'h00,8'h00,8'h00,8'h00,8'h00},
	{8'h00,8'h00,8'h00,8'h00,8'h00,8'h05,8'hfd,8'hfd,8'h05,8'hfe,8'hfe,8'hfe,8'hfe,8'hfe,8'hfa,8'hfe,8'hff,8'h05,8'hfe,8'hfe,8'hfe,8'hfe,8'hfa,8'hfd,8'hfd,8'hfd,8'h00,8'h00,8'h00,8'h00,8'h00,8'h00},
	{8'h00,8'h00,8'h00,8'h00,8'h00,8'h05,8'hfd,8'hfd,8'hfd,8'h05,8'hfe,8'hfe,8'hfe,8'hfe,8'hfe,8'hfe,8'hfe,8'hfe,8'hfe,8'hfe,8'hfe,8'hfe,8'hfd,8'hfd,8'hfd,8'hfd,8'h00,8'h00,8'h00,8'h00,8'h00,8'h00},
	{8'h00,8'h00,8'h00,8'h00,8'h00,8'h05,8'hfd,8'hfd,8'hfd,8'h05,8'hfe,8'hfe,8'hfe,8'hfe,8'hfe,8'hfe,8'hfe,8'hfe,8'hfe,8'hfe,8'hfe,8'hd6,8'hfd,8'hfd,8'hfd,8'hfd,8'h00,8'h00,8'h00,8'h00,8'h00,8'h00},
	{8'h00,8'h00,8'h00,8'h00,8'h00,8'h00,8'hfd,8'hfd,8'hfd,8'h05,8'hfe,8'hfe,8'hfe,8'hfe,8'hfe,8'hfe,8'hfe,8'hfe,8'hfe,8'hfe,8'hfe,8'h05,8'hfd,8'hfd,8'hfd,8'h05,8'h00,8'h00,8'h00,8'h00,8'h00,8'h00},
	{8'h00,8'h00,8'h00,8'h00,8'h00,8'h00,8'h00,8'h05,8'hfd,8'h05,8'hfa,8'hfa,8'hfa,8'hfa,8'hfa,8'hfa,8'hfa,8'hfa,8'hfa,8'hfa,8'hfa,8'h05,8'hfd,8'hb1,8'h05,8'h00,8'h00,8'h00,8'h00,8'h00,8'h00,8'h00},
	{8'h00,8'h00,8'h00,8'h00,8'h00,8'h00,8'h00,8'h00,8'h00,8'h00,8'h00,8'h00,8'h00,8'h00,8'h00,8'h00,8'h00,8'h00,8'h00,8'h00,8'h00,8'h00,8'h00,8'h00,8'h00,8'h00,8'h00,8'h00,8'h00,8'h00,8'h00,8'h00},
	{8'h00,8'h00,8'h00,8'h00,8'h00,8'h00,8'h00,8'h00,8'h00,8'h00,8'h00,8'h00,8'h00,8'h00,8'h00,8'h00,8'h00,8'h00,8'h00,8'h00,8'h00,8'h00,8'h00,8'h00,8'h00,8'h00,8'h00,8'h00,8'h00,8'h00,8'h00,8'h00}};
 logic [0:3] [0:3] [3:0] hit_colors = 
		   {16'hC446,     
			16'h8C62,    
			16'h8932, 
			16'h9113}; 
always_ff@(posedge clk or negedge resetN) 
begin 
	if(!resetN) begin 
		RGBout <=	8'h00; 
		HitEdgeCode <= 4'h0; 
	end 
	else begin 
		RGBout <= TRANSPARENT_ENCODING ;  
		HitEdgeCode <= 4'h0; 
		if (InsideRectangle == 1'b1 ) 
		begin  
			HitEdgeCode <= hit_colors[offsetY >> 3][offsetX >> 3 ];  
			RGBout <= object_colors[offsetY][offsetX]; 
		end  	 
	end 
end 
assign drawingRequest = (RGBout != TRANSPARENT_ENCODING ) ? 1'b1 : 1'b0 ;  
endmodule 
==> flow/run.sh <==
#!/bin/bash
# OpenROAD 26Q1-2900-gdf79404cd8, Yosys 0.63+post, stock flow scripts
make -C /OpenROAD-flow-scripts/flow DESIGN_CONFIG=/design/flow/config.mk WORK_HOME=/design/flow/orfs finish
==> flow_metrics.tcl <==
# metrics dict for downstream scripts
set metrics [dict create \
    yosys_warnings 1 \
    crit_buf_inv 6 \
    drt_wl_total_um 17600 \
    start_kind "primary input" \
    async_flop_share_pct 100 \
    chip_area_um2 11700 \
    ys_top_cells_by_area "dfrtp_1 (8.2%), o21ai_0 (8.2%), a21oi_1 (7.4%)" \
    clkSinkCount 11 \
    critical_path_class "in -> reg" \
    max_freq_ghz 0.369 \
    timing.final.crit_share_pct 226 \
    slew_headroom_pct 65.9 \
    ys_cells 528 \
    drtIter0Drc 442 \
    synth-main-ff-cell "dfrtp_1" \
    synthTopCellsByCount "o21ai_0 (55), nor2_1 (52), a21oi_1 (50), nand2_1 (50), clkbuf_1 (28)" \
    status "finished with violations" \
    cpMaxStageDelayCell "o41ai_2" \
    final_layout_size_suffix_gt1_share_pct 42.7 \
    yosysUniqueCellTypes 70 \
    cts_tree "yes" \
    routedWlPerCell_um 20.3 \
    path_clk_slew_ns 0.05 \
    initial_utilization_pct 30.9 \
    critPathMaxStageDelay_ns 0.35 \
    grt_pass1_wl_um 26600 \
    cts-root-buf "clkbuf_8" \
    fin_tns_setup_ns -12.57 \
    cts_hold_buf 0 \
    path_delay_family "AND-OR/OR-AND gates" \
    hp-class "in -> async" \
    warning_count 32 \
    portBuffers 33 \
    yosysMostFrequentCell "o21ai_0" \
    place_hpwl_um 13400 \
    powerDensity_nw_per_um2 866 \
    clock_path_buffers 2 \
    ys_seq_share_pct 8.17 \
    worstPathRequired_ns 1.31 \
    coreArea_um2 10900 \
    h-tree-depth 1 \
    grt_use_total_pct 30.2 \
    fillCellCount 996 \
    critPathCaptureType "register" \
    via_count 5129 \
    top_cell_area_share_pct 8.17 \
    cp.arrival_ns 2.82 \
    ys.flops 11 \
    drv_cap 0 \
    grt_overflow 0 \
    setup_ws_ns -1.51 \
    place.gp.congestion 1.02 \
    synth.avg_cell_area_um2 6.38 \
    grt_max_degree 22 \
    path_cells "buf_8, inv_8, ha_4, nand2_4, xor2_4, ha_4, buf_4, buf_4, nand2_2, o21ai_4, buf_12, xor2_4, buf_4, nor2_4, o2111a_1, o41ai_2, nor4_2" \
    finalNonFillerCells 871 \
    largest_area_cell "dfrtp_1" \
    hold_slack_ns 0.304 \
    dp.cells 847 \
    rows 38 \
    numCtsBuffers 3 \
    critPathMaxFanout 5 \
    dr.pass1.iters 5 \
    die_h_um 108 \
    syn_to_final_growth_pct 77.4 \
    total_power_mw 5.17 \
    violations "negative setup slack" \
    cpMostUsedCell "buf_4" \
    dp_worst_setup_slack_ns -2.35 \
    syn_inst 528 \
    vdd_drop_max_mv 0.599 \
    min_period_ns 2.71 \
    syn_area_um2 3370 \
    grt_pass1_vias 4898 \
    tightestPinTransition_ns 0.512 \
    setup_viol 12 \
    antenna_found_initial 0 \
    io_pins 38 \
    vias_per_cell 5.89 \
    final_hold_viol_count 0 \
    die_w_um 108 \
    edf_count 0 \
    ant_nets 0 \
    yosys-stat-area_um2 3370 \
    slew_violations 0 \
    rsz0062_at_grt "yes" \
    antenna_cells 0 \
    drc_errors 0 \
    p_leak_nw 2.60 \
]
state kept, by name, indices dropped and copies added (netlist names):
name	cells
RGBout	7
HitEdgeCode	4
where the power goes:
group / switching, mW / internal (mW)
clock network: 0.129 / 0.232
registers: 0.0287 / 0.428
logic: 2.25 / 2.10
per-layer routing:
layer  vias to the layer above  wire length (um)  GRT usage (%)
li1                       2395                 -              -
met1                      2400              7440           41.3
met2                       289              7910           47.4
met3                        45              1610           5.21
met4                         0               698           12.0
met5                         -                 0              0
layout by cell type (no fill, tap or decap), types with 4 or more instances in the layout:
master and count:
a211oi_1 10, a21boi_0 5, a21o_1 7, a21oi_1 46, a221oi_1 8, a311oi_2 4
a31oi_1 8, and3_1 5, buf_12 13, buf_2 4, buf_4 204, buf_6 10
clkdlybuf4s50_1 8, dfrtp_1 11, dlygate4sd2_1 13, ha_4 7, inv_1 6, inv_2 5
nand2_1 47, nand2b_1 11, nand3_1 15, nand4_1 5, nor2_1 43, nor2_2 4
nor2_4 6, nor2b_1 7, nor3_1 11, o211ai_1 8, o21ai_0 51, o22ai_1 7
o311ai_0 5, o31ai_1 5, xnor2_1 8, xor2_1 6
cell type report:
cell class | count | area [um2] | share of cell area, %
inverters | 15 | 78.8 | 1.32
clock buffers | 4 | 45.0 | 0.754
flip-flops and latches | 11 | 275 | 4.61
multi-input cells | 443 | 3210 | 53.6
repair buffers | 258 | 2200 | 36.7
well taps | 140 | 175 | 2.93
final timing paths:
check,startpoint,end,slack (ns),cells after the start
worst max-delay path,offsetX[6],RGBout[4]$_DFF_PN0_,-1.51,17
worst min-delay path,resetN,RGBout[6]$_DFF_PN0_,0.30,2
max in group asynchronous,resetN,RGBout[3]$_DFF_PN0_,0.75,2
min in group clk0,offsetX[5],HitEdgeCode[0]$_DFF_PN0_,0.57,4
through the flow:
stage               utilization, %  area, um2
finish                        54.9       5980
global route                  54.9       5980
CTS                           53.0       5770
detailed placement            49.2       5350
global placement              49.2       5350
floorplan                        -       3480
repair_timing:
item                                    in CTS  in global routing
endpoints found under the setup margin      24                 12
setup buffers                               14                  9
pin swaps                                   47                 41
resized                                     86                 50
logic make-up after synthesis:
| group | after synthesis | synth area share [%] |
|---|---|---|
| XOR/XNOR | 21 | 6.69 |
| AND/OR/NAND/NOR | 182 | 25.6 |
| buffers and inverters | 74 | 9.21 |
| AND-OR/OR-AND | 225 | 44.5 |
| flip-flops | 11 | 8.17 |
| multiplexers | 3 | 0.892 |
| adder cells (fa/ha/maj) | 12 | 4.90 |
Power and IR drop assume default switching activity.
