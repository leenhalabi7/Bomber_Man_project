==> design/flow/design.v <==
 module thor_32_32BitMap (
					input	logic	clk, 
					input	logic	resetN, 
					input logic	[10:0] offsetX, 
					input logic	[10:0] offsetY, 
					input	logic	InsideRectangle,  
					output	logic	drawingRequest,  
					output	logic	[7:0] RGBout,   
					output	logic	[3:0] HitEdgeCode  
 ) ; 
localparam logic [7:0] TRANSPARENT_ENCODING = 8'hff ; 
logic[0:31][0:31][7:0] object_colors = {
	{8'hff,8'hff,8'hff,8'hff,8'hff,8'hff,8'hff,8'hff,8'hff,8'hff,8'hff,8'hff,8'hff,8'hff,8'hff,8'hff,8'hff,8'hff,8'hff,8'hff,8'hff,8'hff,8'hff,8'hff,8'hff,8'hff,8'hff,8'hff,8'hff,8'hff,8'hff,8'hff},
	{8'hff,8'hff,8'hff,8'hff,8'hff,8'hff,8'hff,8'hff,8'hff,8'hff,8'hff,8'hff,8'hff,8'hff,8'hff,8'hff,8'hff,8'hff,8'hff,8'hff,8'hff,8'hff,8'hff,8'hff,8'hff,8'hff,8'hff,8'hff,8'hff,8'hff,8'hff,8'hff},
	{8'hff,8'hff,8'hff,8'hff,8'hff,8'hff,8'hff,8'hff,8'hff,8'hff,8'hff,8'hff,8'hff,8'hff,8'hff,8'hff,8'hff,8'hff,8'hff,8'hff,8'hff,8'hff,8'hff,8'hff,8'hff,8'hff,8'hff,8'hff,8'hff,8'hff,8'hff,8'hff},
	{8'hff,8'hff,8'hff,8'hff,8'hff,8'hff,8'hff,8'hff,8'hff,8'hff,8'hff,8'hff,8'hff,8'hff,8'hff,8'hff,8'hff,8'hff,8'hff,8'hff,8'hff,8'hff,8'hff,8'hff,8'hff,8'hff,8'hff,8'hff,8'hff,8'hff,8'hff,8'hff},
	{8'hff,8'hff,8'hff,8'hff,8'hff,8'hff,8'hff,8'hff,8'hff,8'hff,8'hff,8'hff,8'hff,8'hff,8'hff,8'hff,8'hff,8'hff,8'hff,8'hff,8'hff,8'hff,8'hff,8'hff,8'hff,8'hff,8'hff,8'hff,8'hff,8'hff,8'hff,8'hff},
	{8'hff,8'hff,8'hff,8'hff,8'hff,8'hff,8'hff,8'hff,8'hff,8'hff,8'hff,8'hff,8'hff,8'hff,8'hff,8'hff,8'hff,8'hff,8'hff,8'hff,8'hff,8'hff,8'hff,8'hff,8'hff,8'hff,8'hff,8'hff,8'hff,8'hff,8'hff,8'hff},
	{8'hff,8'hff,8'hff,8'hff,8'hff,8'hff,8'hff,8'hff,8'hff,8'hff,8'hff,8'hff,8'hff,8'hff,8'hff,8'hff,8'hff,8'hff,8'hff,8'hff,8'hff,8'hff,8'hff,8'hff,8'hff,8'hff,8'hff,8'hff,8'hff,8'hff,8'hff,8'hff},
	{8'hff,8'hff,8'hff,8'hff,8'hff,8'hff,8'hff,8'hff,8'h00,8'hff,8'hff,8'hff,8'hff,8'hff,8'hff,8'hff,8'hff,8'hff,8'hff,8'hff,8'hff,8'hff,8'hff,8'hff,8'hff,8'hff,8'hff,8'hff,8'hff,8'hff,8'hff,8'hff},
	{8'hff,8'hff,8'hff,8'hff,8'hff,8'hff,8'hff,8'hff,8'h00,8'h00,8'hff,8'hff,8'hff,8'hff,8'hff,8'h00,8'h00,8'h00,8'h00,8'h00,8'h00,8'h00,8'hb6,8'hff,8'hff,8'hff,8'hff,8'hff,8'h00,8'h00,8'hff,8'hff},
	{8'hff,8'hff,8'hff,8'hff,8'hff,8'hff,8'hff,8'hff,8'hdf,8'hff,8'h00,8'hff,8'hff,8'hff,8'h00,8'h00,8'h00,8'hdf,8'hff,8'hff,8'hff,8'h00,8'h00,8'h00,8'hff,8'hff,8'hff,8'h00,8'hff,8'h00,8'hff,8'hff},
	{8'hff,8'hff,8'hff,8'hff,8'hff,8'hff,8'hff,8'hff,8'hdf,8'hdf,8'hff,8'h00,8'hff,8'h00,8'h00,8'h00,8'hdf,8'hdf,8'hdf,8'hdf,8'hff,8'hff,8'h00,8'h00,8'h00,8'h00,8'h00,8'hb6,8'hdf,8'h00,8'hff,8'hff},
	{8'hff,8'hff,8'hff,8'hff,8'hff,8'hff,8'hff,8'hff,8'h00,8'h24,8'hff,8'h00,8'h00,8'h00,8'h6d,8'h6d,8'h6d,8'h6d,8'hdf,8'hdf,8'h92,8'hb6,8'hda,8'hff,8'h00,8'h00,8'h00,8'hdf,8'hdf,8'h00,8'hff,8'hff},
	{8'hff,8'hff,8'hff,8'hff,8'hff,8'hff,8'h00,8'h00,8'h00,8'hb6,8'h24,8'h00,8'h00,8'hdf,8'hb6,8'hb6,8'hb6,8'hb6,8'h25,8'h00,8'hb6,8'hb6,8'hb6,8'hb6,8'hdf,8'h00,8'h6d,8'hdf,8'h00,8'h00,8'hff,8'hff},
	{8'hff,8'hff,8'h00,8'h1b,8'h00,8'h00,8'h1b,8'h1b,8'h00,8'hdf,8'h91,8'h00,8'hdf,8'hdf,8'hdf,8'hdf,8'hdf,8'hdf,8'h91,8'hb6,8'hdf,8'hdf,8'hdf,8'hdf,8'hdf,8'hdf,8'h6d,8'h00,8'hb6,8'h00,8'hff,8'hff},
	{8'hff,8'hff,8'h00,8'h1b,8'h1b,8'h1b,8'h00,8'h00,8'h00,8'hdf,8'hdb,8'h00,8'hdf,8'h00,8'h00,8'h00,8'hdf,8'hdf,8'hdf,8'hdf,8'hdf,8'h00,8'h00,8'h00,8'h00,8'hdf,8'h00,8'hb6,8'hdf,8'h00,8'hff,8'hff},
	{8'hff,8'hff,8'h00,8'h1b,8'h1b,8'hda,8'hdf,8'hdb,8'hb6,8'h24,8'hdf,8'hb6,8'h00,8'hda,8'hda,8'hda,8'h6d,8'h6d,8'h25,8'h24,8'h24,8'hda,8'hd6,8'hd6,8'hb6,8'h00,8'hb6,8'hdf,8'hdb,8'hff,8'hff,8'hff},
	{8'hff,8'hff,8'h00,8'h1b,8'h00,8'hdf,8'hdf,8'hdf,8'hb6,8'h00,8'h6d,8'hb6,8'h00,8'h00,8'h00,8'h00,8'hdf,8'hdf,8'hdf,8'hdf,8'hdf,8'h00,8'h00,8'h00,8'h00,8'h00,8'hda,8'h00,8'h00,8'hff,8'hff,8'hff},
	{8'hff,8'hff,8'h00,8'h00,8'hdf,8'hdf,8'hdf,8'hdf,8'hb6,8'h00,8'h91,8'hb6,8'h00,8'h00,8'hfe,8'hfe,8'h00,8'h00,8'h00,8'h00,8'h00,8'hfa,8'hfe,8'hfa,8'hdf,8'h00,8'h25,8'hb6,8'h00,8'hff,8'hff,8'hff},
	{8'hff,8'hff,8'h00,8'hdb,8'hdf,8'hdf,8'hdf,8'hb6,8'h00,8'h00,8'hda,8'h00,8'h00,8'h00,8'hff,8'hff,8'hfe,8'hfe,8'hfe,8'hfe,8'hfe,8'hff,8'hff,8'hff,8'hdf,8'h00,8'h91,8'hdf,8'h00,8'hff,8'hff,8'hff},
	{8'hff,8'hff,8'h00,8'hdf,8'hdf,8'hda,8'hb6,8'h20,8'h05,8'hdf,8'h92,8'hdb,8'h00,8'h00,8'hff,8'h00,8'hff,8'hff,8'hff,8'hff,8'hff,8'h00,8'h00,8'hff,8'hdf,8'h00,8'hda,8'h00,8'hff,8'hff,8'hff,8'hff},
	{8'hff,8'hff,8'h00,8'hb6,8'hdb,8'hb6,8'h00,8'hac,8'hac,8'h00,8'hff,8'h00,8'h00,8'h00,8'hff,8'hff,8'hff,8'he0,8'hff,8'hff,8'he0,8'hff,8'hff,8'hff,8'hdf,8'h00,8'h00,8'h00,8'h00,8'hda,8'hff,8'hff},
	{8'hff,8'hff,8'h24,8'h12,8'hb6,8'h00,8'h1b,8'h00,8'hac,8'h00,8'h00,8'hfc,8'h00,8'hdf,8'h00,8'hff,8'hff,8'hff,8'he0,8'he0,8'hff,8'hff,8'hff,8'h00,8'hdf,8'h00,8'h6c,8'hf4,8'hf4,8'h00,8'hff,8'hff},
	{8'hff,8'hff,8'hff,8'h00,8'h0d,8'h1b,8'h00,8'h00,8'h00,8'hf4,8'h8c,8'hfc,8'h00,8'hdf,8'hdf,8'h00,8'hff,8'hff,8'hff,8'hff,8'hff,8'hff,8'h00,8'hdf,8'h00,8'h00,8'h24,8'hf4,8'hf4,8'h00,8'h00,8'hff},
	{8'hff,8'hff,8'hff,8'hff,8'hb6,8'h00,8'hff,8'h00,8'hff,8'hff,8'hd0,8'h90,8'hfc,8'h00,8'h91,8'h91,8'hd5,8'hd6,8'hd6,8'hf6,8'hfa,8'h00,8'hda,8'hda,8'hfc,8'hfc,8'h00,8'hac,8'hf4,8'h24,8'h00,8'hff},
	{8'hff,8'hff,8'hff,8'hff,8'hff,8'hff,8'hff,8'h91,8'hff,8'hff,8'h6d,8'hac,8'h00,8'h00,8'h00,8'h00,8'h00,8'h00,8'h00,8'h00,8'h00,8'h00,8'h00,8'h00,8'hfc,8'h00,8'h00,8'h00,8'h00,8'h00,8'h00,8'hff},
	{8'hff,8'hff,8'hff,8'hff,8'hff,8'hff,8'hff,8'hff,8'h00,8'h00,8'h00,8'hac,8'hac,8'h00,8'hff,8'hff,8'hff,8'hff,8'hff,8'hff,8'hff,8'hff,8'h00,8'h00,8'h00,8'h00,8'hff,8'hff,8'h00,8'hff,8'hff,8'hff},
	{8'hff,8'hff,8'hff,8'hff,8'hff,8'hff,8'hff,8'hff,8'hff,8'hff,8'hff,8'h00,8'h00,8'hff,8'hff,8'hff,8'hff,8'hff,8'hff,8'hff,8'hff,8'hff,8'hff,8'hff,8'hff,8'hff,8'hff,8'hff,8'hff,8'hff,8'hff,8'hff},
	{8'hff,8'hff,8'hff,8'hff,8'hff,8'hff,8'hff,8'hff,8'hff,8'hff,8'hff,8'hff,8'hff,8'hff,8'hff,8'hff,8'hff,8'hff,8'hff,8'hff,8'hff,8'hff,8'hff,8'hff,8'hff,8'hff,8'hff,8'hff,8'hff,8'hff,8'hff,8'hff},
	{8'hff,8'hff,8'hff,8'hff,8'hff,8'hff,8'hff,8'hff,8'hff,8'hff,8'hff,8'hff,8'hff,8'hff,8'hff,8'hff,8'hff,8'hff,8'hff,8'hff,8'hff,8'hff,8'hff,8'hff,8'hff,8'hff,8'hff,8'hff,8'hff,8'hff,8'hff,8'hff},
	{8'hff,8'hff,8'hff,8'hff,8'hff,8'hff,8'hff,8'hff,8'hff,8'hff,8'hff,8'hff,8'hff,8'hff,8'hff,8'hff,8'hff,8'hff,8'hff,8'hff,8'hff,8'hff,8'hff,8'hff,8'hff,8'hff,8'hff,8'hff,8'hff,8'hff,8'hff,8'hff},
	{8'hff,8'hff,8'hff,8'hff,8'hff,8'hff,8'hff,8'hff,8'hff,8'hff,8'hff,8'hff,8'hff,8'hff,8'hff,8'hff,8'hff,8'hff,8'hff,8'hff,8'hff,8'hff,8'hff,8'hff,8'hff,8'hff,8'hff,8'hff,8'hff,8'hff,8'hff,8'hff},
	{8'hff,8'hff,8'hff,8'hff,8'hff,8'hff,8'hff,8'hff,8'hff,8'hff,8'hff,8'hff,8'hff,8'hff,8'hff,8'hff,8'hff,8'hff,8'hff,8'hff,8'hff,8'hff,8'hff,8'hff,8'hff,8'hff,8'hff,8'hff,8'hff,8'hff,8'hff,8'hff}};
 logic [0:3] [0:3] [3:0] hit_colors = 
		   {16'hC446,     
			16'h8C62,    
			16'h8932, 
			16'h9113}; 
always_ff@(posedge clk or negedge resetN) 
begin 
	if(!resetN) begin 
		RGBout <=	8'h00; 
		HitEdgeCode <= 4'h0; 
	end 
	else begin 
		RGBout <= TRANSPARENT_ENCODING ;  
		HitEdgeCode <= 4'h0; 
		if (InsideRectangle == 1'b1 ) 
		begin  
			HitEdgeCode <= hit_colors[offsetY >> 3][offsetX >> 3 ];  
			RGBout <= object_colors[offsetY][offsetX]; 
		end  	 
	end 
end 
assign drawingRequest = (RGBout != TRANSPARENT_ENCODING ) ? 1'b1 : 1'b0 ;  
endmodule 
==> design/flow/run.sh <==
#!/bin/bash
# OpenROAD 26Q1-2900-gdf79404cd8, Yosys 0.63+post, stock flow scripts
make -C /OpenROAD-flow-scripts/flow DESIGN_CONFIG=/design/flow/config.mk WORK_HOME=/design/flow/orfs finish
==> design/flow/config.mk <==
export PLATFORM = sky130hd
export DESIGN_NAME = thor_32_32BitMap
export DESIGN_NICKNAME = thor_32_32BitMap
export VERILOG_FILES = /design/flow/design.v
export SDC_FILE = /design/flow/constraint.sdc
export NUM_CORES = 4
export LEC_CHECK = 1
export CORE_UTILIZATION = 50
==> design/flow/constraint.sdc <==
current_design thor_32_32BitMap

set clk_period 1.1
set clk_io_pct 0.2

create_clock -name clk0 -period $clk_period [get_ports {clk}]

set non_clock_inputs [all_inputs -no_clocks]
set_input_delay [expr $clk_period * $clk_io_pct] -clock clk0 $non_clock_inputs
set_output_delay [expr $clk_period * $clk_io_pct] -clock clk0 [all_outputs]
==> impl_metrics.json <==
{
  "ys_sh_mux": 0.005212,
  "aoi_share": 0.5236,
  "gp_congestion": 1.352,
  "yosys.area.top_type": "o21ai_0",
  "dp_slack_ns": -2.586,
  "ys_sh_adder": 0.02866,
  "place_area_um2": 8768,
  "numPlacedInstances": 1329,
  "crit_endpoint": "RGBout[2]$_DFF_PN0_/D",
  "top_area_frac": 0.08947,
  "yosys.stat.seqShare": 0.05212,
  "synth.distinct_cells": 83,
  "flop_cell": "dfrtp_1",
  "synth_cells": 912,
  "io_pins": 38,
  "logic_family": "AND-OR/OR-AND gates",
  "syn_area_per_cell_um2": 6.318,
  "status": "aborted with a tool error",
  "async_flop_share": 1.000,
  "synth-edff-count": 0,
  "yosys-stat-cells": 912,
  "ctsHoldBuffers": 0,
  "worstEndpointType": "sequential cell input",
  "ys_sh_xor": 0.03496,
  "clockRootBuffer": "clkbuf_16",
  "ys.warnings.count": 1,
  "syn_area_um2": 5762,
  "die_x_um": 109.3,
  "die_h_um": 109.3,
  "grt_max_degree": 26,
  "ys_area_um2": 5762,
  "fp-utilization": 0.5223,
  "simple_gate_share": 0.2632,
  "failed_stage": "global routing (5_1_grt)",
  "htree_levels": 1,
  "topCellsByArea": "o21ai_0, a21oi_1, dfrtp_1",
  "tool.error": "[ERROR GRT-0232] Routing congestion too high. Check the congestion heatmap in the GUI.",
  "clockBufferDepth": 2,
  "dp_hpwl_um": 25190,
  "portBuffers": 33,
  "clkSinkCount": 12,
  "placementRows": 38,
  "ys_ff": 12,
  "cts_buffers": 3
}
[stage by stage]
step	util	total power, uW	setup TNS [ns]
4_1_cts	0.8386	8216	-16.23
3_5_place_dp	0.7949	7056	-26.08
3_3_place_gp	0.7949	6996	-25.26
2_1_floorplan	-	3708	-15.42
[Yosys cell counts (22+ instances only)]
| cell | instances |
|---|---|
| o22ai_1 | 28 |
| buf_2 | 32 |
| clkbuf_1 | 70 |
| nor2b_1 | 27 |
| nor3_1 | 22 |
| a31oi_1 | 34 |
| nor2_1 | 58 |
| nand2_1 | 61 |
| nand3_1 | 23 |
| a21oi_1 | 79 |
| nand2b_1 | 22 |
| o21ai_0 | 103 |
[kinds of logic after synthesis]
family,count (synthesis)
flip-flops,12
adder cells (fa/ha/maj),12
buffers and inverters,130
multiplexers,3
AND/OR/NAND/NOR,287
AND-OR/OR-AND,445
XOR/XNOR,23
[timing repair]
action / in CTS
pin swaps: 36
endpoints found under the setup margin: 25
cloned: 1
gates resized: 123
buffers inserted: 10
Power is estimated from default activity; no workload was simulated.
