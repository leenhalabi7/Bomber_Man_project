--- /design/flow/design.v ---
 module thanosBitMap (
					input	logic	clk, 
					input	logic	resetN, 
					input logic	[10:0] offsetX, 
					input logic	[10:0] offsetY, 
					input	logic	InsideRectangle,  
					output	logic	drawingRequest,  
					output	logic	[7:0] RGBout,   
					output	logic	[3:0] HitEdgeCode  
 ) ; 
localparam logic [7:0] TRANSPARENT_ENCODING = 8'h00 ; 
logic[0:31][0:31][7:0] object_colors = {
	{8'h00,8'h00,8'h00,8'h00,8'h00,8'h00,8'h00,8'h00,8'h00,8'h00,8'h00,8'h00,8'h00,8'h00,8'h00,8'h00,8'h00,8'h00,8'h00,8'h00,8'h00,8'h00,8'h00,8'h00,8'h00,8'h00,8'h00,8'h00,8'h00,8'h00,8'h00,8'h00},
	{8'h00,8'h00,8'h00,8'h00,8'h00,8'h00,8'h00,8'h00,8'h00,8'h00,8'h00,8'h00,8'h00,8'h00,8'h00,8'h00,8'h00,8'h00,8'h00,8'h00,8'h00,8'h00,8'h00,8'h00,8'h00,8'h00,8'h00,8'h00,8'h00,8'h00,8'h00,8'h00},
	{8'h00,8'h00,8'h00,8'h00,8'h00,8'h00,8'h00,8'h00,8'h00,8'h00,8'h00,8'h00,8'h00,8'h00,8'h00,8'h00,8'h00,8'h00,8'h00,8'h00,8'h00,8'h00,8'h00,8'h00,8'h00,8'h00,8'h00,8'h00,8'h00,8'h00,8'h00,8'h00},
	{8'h00,8'h00,8'h00,8'h00,8'h00,8'h00,8'h00,8'h00,8'h00,8'h00,8'h00,8'h00,8'h00,8'h00,8'h00,8'h00,8'h00,8'h00,8'h00,8'h00,8'h00,8'h00,8'h00,8'h00,8'h00,8'h00,8'h00,8'h00,8'h00,8'h00,8'h00,8'h00},
	{8'h00,8'h00,8'h00,8'h00,8'h00,8'h00,8'h00,8'h00,8'h00,8'h00,8'h00,8'h00,8'h00,8'h00,8'h00,8'h00,8'h00,8'h00,8'h00,8'h00,8'h00,8'h00,8'h00,8'h00,8'h00,8'h00,8'h00,8'h00,8'h00,8'h00,8'h00,8'h00},
	{8'h00,8'h00,8'h00,8'h00,8'h25,8'h00,8'h00,8'h00,8'h00,8'h8f,8'h8e,8'h8e,8'h6e,8'h6e,8'h6e,8'h6e,8'h6e,8'h6e,8'h6e,8'h6e,8'h6e,8'h6e,8'h8e,8'h8e,8'h00,8'h00,8'h00,8'h00,8'h00,8'h00,8'h00,8'h00},
	{8'h00,8'h00,8'h00,8'h00,8'h05,8'h00,8'h8f,8'h06,8'h06,8'h06,8'h06,8'h06,8'h06,8'h06,8'h06,8'h05,8'hf5,8'h06,8'h06,8'h06,8'h06,8'h06,8'h06,8'h06,8'h06,8'h05,8'h00,8'h00,8'h00,8'h00,8'h00,8'h00},
	{8'h00,8'h00,8'h00,8'h00,8'h05,8'h00,8'h06,8'h06,8'h06,8'h06,8'h06,8'h06,8'h06,8'h06,8'h06,8'h05,8'hf5,8'h06,8'h06,8'h06,8'h06,8'h06,8'h06,8'h06,8'h06,8'h06,8'h05,8'h05,8'h25,8'h00,8'h00,8'h00},
	{8'h00,8'h00,8'h00,8'h00,8'hf5,8'h05,8'h06,8'h06,8'h06,8'h06,8'h06,8'h06,8'h06,8'h06,8'h06,8'h05,8'hf5,8'h06,8'h06,8'h06,8'h06,8'h06,8'h06,8'h06,8'h06,8'h06,8'h05,8'h05,8'h05,8'h00,8'h00,8'h00},
	{8'h00,8'h00,8'h00,8'h00,8'hf5,8'hf5,8'h06,8'h06,8'h06,8'h06,8'h06,8'h06,8'h06,8'h06,8'h06,8'h05,8'hf5,8'h06,8'h06,8'h06,8'h06,8'h06,8'h06,8'h06,8'h06,8'h06,8'h05,8'hf5,8'h05,8'h00,8'h00,8'h00},
	{8'h00,8'h00,8'h00,8'h00,8'hf5,8'hf5,8'hf5,8'h05,8'h06,8'h06,8'h06,8'h06,8'h06,8'h06,8'h06,8'h05,8'hf5,8'h06,8'h06,8'h06,8'h06,8'h06,8'h06,8'h06,8'h05,8'h05,8'hf5,8'hf5,8'h05,8'h00,8'h00,8'h00},
	{8'h00,8'h00,8'h00,8'h00,8'h05,8'hf5,8'hf5,8'hf5,8'hf5,8'hb1,8'h05,8'h01,8'h06,8'h06,8'h06,8'h01,8'hf5,8'h06,8'h06,8'h06,8'h06,8'h05,8'h05,8'hf5,8'hf5,8'hf5,8'hf5,8'hf5,8'h00,8'h00,8'h00,8'h00},
	{8'h00,8'h00,8'h00,8'h00,8'h00,8'hf5,8'hf5,8'hf5,8'hf5,8'hf5,8'hf5,8'hf5,8'hf5,8'h05,8'h06,8'h05,8'h05,8'h05,8'h06,8'h01,8'hf5,8'hf5,8'hf5,8'hf5,8'hf5,8'hf5,8'hf5,8'h05,8'h00,8'h00,8'h00,8'h00},
	{8'h00,8'h00,8'h00,8'h00,8'h05,8'h01,8'hf1,8'hf5,8'hf5,8'hf5,8'h05,8'hf5,8'hf5,8'hf5,8'h05,8'hf5,8'hf5,8'hf5,8'h01,8'hf5,8'hf5,8'h01,8'h05,8'hf5,8'hf5,8'hf5,8'h05,8'hf5,8'h00,8'h00,8'h00,8'h00},
	{8'h00,8'h00,8'h00,8'h00,8'h05,8'h01,8'h06,8'h05,8'h05,8'haf,8'haf,8'haf,8'h05,8'hf5,8'h01,8'h05,8'hf5,8'h05,8'hf5,8'hf5,8'h05,8'haf,8'haf,8'h66,8'h05,8'h05,8'h06,8'hf5,8'h93,8'h00,8'h00,8'h00},
	{8'h00,8'h00,8'h00,8'h00,8'h05,8'h01,8'h06,8'h05,8'haf,8'haf,8'h05,8'he5,8'h05,8'h05,8'hd1,8'hf5,8'hf5,8'h25,8'h8d,8'h86,8'h05,8'he5,8'haf,8'haf,8'haf,8'h05,8'h06,8'hf5,8'h00,8'h00,8'h00,8'h00},
	{8'h00,8'h00,8'h00,8'h00,8'h00,8'h05,8'h06,8'h01,8'haf,8'haf,8'h05,8'hc5,8'h86,8'haf,8'h05,8'haf,8'haf,8'h05,8'haf,8'haf,8'h05,8'h05,8'haf,8'haf,8'haf,8'h01,8'h05,8'h05,8'h00,8'h00,8'h00,8'h00},
	{8'h00,8'h00,8'h00,8'h00,8'h00,8'h05,8'h06,8'h05,8'haf,8'haf,8'haf,8'haf,8'haf,8'haf,8'haf,8'haf,8'haf,8'haf,8'haf,8'haf,8'haf,8'haf,8'haf,8'haf,8'h8f,8'h06,8'h05,8'h00,8'h00,8'h00,8'h00,8'h00},
	{8'h00,8'h00,8'h00,8'h00,8'h00,8'h05,8'h06,8'h06,8'haf,8'haf,8'haf,8'haf,8'haf,8'h86,8'haf,8'haf,8'haf,8'h86,8'haf,8'haf,8'haf,8'haf,8'haf,8'haf,8'h05,8'h06,8'h05,8'h00,8'h00,8'h00,8'h00,8'h00},
	{8'h00,8'h00,8'h00,8'h00,8'h00,8'h05,8'h06,8'h06,8'haf,8'h86,8'h86,8'h86,8'haf,8'haf,8'haf,8'haf,8'haf,8'haf,8'haf,8'haf,8'haf,8'h86,8'h86,8'haf,8'h05,8'h06,8'h05,8'h00,8'h00,8'h00,8'h00,8'h00},
	{8'h00,8'h00,8'h00,8'h00,8'h00,8'h05,8'h06,8'h06,8'haf,8'haf,8'haf,8'h86,8'haf,8'haf,8'haf,8'haf,8'haf,8'haf,8'haf,8'h86,8'haf,8'haf,8'haf,8'haf,8'h05,8'h06,8'h05,8'h00,8'h00,8'h00,8'h00,8'h00},
	{8'h00,8'h00,8'h00,8'h00,8'h00,8'h05,8'h06,8'h06,8'haf,8'haf,8'haf,8'h86,8'haf,8'haf,8'haf,8'haf,8'h86,8'haf,8'haf,8'h86,8'haf,8'haf,8'haf,8'haf,8'h01,8'h06,8'h05,8'h00,8'h00,8'h00,8'h00,8'h00},
	{8'h00,8'h00,8'h00,8'h00,8'h00,8'h05,8'h06,8'h05,8'haf,8'haf,8'haf,8'h86,8'haf,8'haf,8'haf,8'haf,8'haf,8'haf,8'haf,8'haf,8'haf,8'haf,8'haf,8'haf,8'haf,8'h05,8'h05,8'h00,8'h00,8'h00,8'h00,8'h00},
	{8'h00,8'h00,8'h00,8'h00,8'h00,8'h00,8'h8f,8'haf,8'haf,8'haf,8'haf,8'h86,8'haf,8'haf,8'h05,8'h05,8'h05,8'h05,8'haf,8'h86,8'haf,8'haf,8'haf,8'haf,8'haf,8'haf,8'h01,8'h00,8'h00,8'h00,8'h00,8'h00},
	{8'h00,8'h00,8'h00,8'h00,8'h00,8'h00,8'h86,8'haf,8'haf,8'haf,8'haf,8'h86,8'haf,8'haf,8'haf,8'haf,8'haf,8'haf,8'haf,8'h86,8'haf,8'haf,8'haf,8'haf,8'haf,8'h86,8'h05,8'h00,8'h00,8'h00,8'h00,8'h00},
	{8'h00,8'h00,8'h00,8'h00,8'h00,8'h00,8'h05,8'h86,8'h86,8'h86,8'h87,8'h86,8'h8f,8'h8f,8'h8f,8'h87,8'h86,8'h86,8'h87,8'h86,8'h87,8'h87,8'h8f,8'h86,8'h86,8'h01,8'h00,8'h00,8'h00,8'h00,8'h00,8'h00},
	{8'h00,8'h00,8'h00,8'h00,8'h00,8'h00,8'h00,8'h00,8'h05,8'h01,8'h01,8'h01,8'h01,8'h01,8'h01,8'h01,8'h01,8'h01,8'h01,8'h01,8'h01,8'h01,8'h01,8'h01,8'h05,8'h00,8'h00,8'h00,8'h00,8'h00,8'h00,8'h00},
	{8'h00,8'h00,8'h00,8'h00,8'h00,8'h00,8'h00,8'h00,8'h00,8'h00,8'h00,8'h00,8'h00,8'h00,8'h00,8'h00,8'h00,8'h00,8'h00,8'h00,8'h00,8'h00,8'h00,8'h00,8'h00,8'h00,8'h00,8'h00,8'h00,8'h00,8'h00,8'h00},
	{8'h00,8'h00,8'h00,8'h00,8'h00,8'h00,8'h00,8'h00,8'h00,8'h00,8'h00,8'h00,8'h00,8'h00,8'h00,8'h00,8'h00,8'h00,8'h00,8'h00,8'h00,8'h00,8'h00,8'h00,8'h00,8'h00,8'h00,8'h00,8'h00,8'h00,8'h00,8'h00},
	{8'h00,8'h00,8'h00,8'h00,8'h00,8'h00,8'h00,8'h00,8'h00,8'h00,8'h00,8'h00,8'h00,8'h00,8'h00,8'h00,8'h00,8'h00,8'h00,8'h00,8'h00,8'h00,8'h00,8'h00,8'h00,8'h00,8'h00,8'h00,8'h00,8'h00,8'h00,8'h00},
	{8'h00,8'h00,8'h00,8'h00,8'h00,8'h00,8'h00,8'h00,8'h00,8'h00,8'h00,8'h00,8'h00,8'h00,8'h00,8'h00,8'h00,8'h00,8'h00,8'h00,8'h00,8'h00,8'h00,8'h00,8'h00,8'h00,8'h00,8'h00,8'h00,8'h00,8'h00,8'h00},
	{8'h00,8'h00,8'h00,8'h00,8'h00,8'h00,8'h00,8'h00,8'h00,8'h00,8'h00,8'h00,8'h00,8'h00,8'h00,8'h00,8'h00,8'h00,8'h00,8'h00,8'h00,8'h00,8'h00,8'h00,8'h00,8'h00,8'h00,8'h00,8'h00,8'h00,8'h00,8'h00}};
 logic [0:3] [0:3] [3:0] hit_colors = 
		   {16'hC446,     
			16'h8C62,    
			16'h8932, 
			16'h9113}; 
always_ff@(posedge clk or negedge resetN) 
begin 
	if(!resetN) begin 
		RGBout <=	8'h00; 
		HitEdgeCode <= 4'h0; 
	end 
	else begin 
		RGBout <= TRANSPARENT_ENCODING ;  
		HitEdgeCode <= 4'h0; 
		if (InsideRectangle == 1'b1 ) 
		begin  
			HitEdgeCode <= hit_colors[offsetY >> 3][offsetX >> 3 ];  
			RGBout <= object_colors[offsetY][offsetX]; 
		end  	 
	end 
end 
assign drawingRequest = (RGBout != TRANSPARENT_ENCODING ) ? 1'b1 : 1'b0 ;  
endmodule 
--- /design/flow/run.sh ---
#!/bin/bash
# OpenROAD 26Q1-2900-gdf79404cd8, Yosys 0.63+post, stock flow scripts
make -C /OpenROAD-flow-scripts/flow DESIGN_CONFIG=/design/flow/config.mk WORK_HOME=/design/flow/orfs finish
--- /design/flow/config.mk ---
export PLATFORM = sky130hd
export DESIGN_NAME = thanosBitMap
export DESIGN_NICKNAME = thanosBitMap
export VERILOG_FILES = /design/flow/design.v
export SDC_FILE = /design/flow/constraint.sdc
export NUM_CORES = 4
export LEC_CHECK = 1
export CORE_UTILIZATION = 40
--- /design/flow/constraint.sdc ---
current_design thanosBitMap

set clk_period 1.2
set clk_io_pct 0.2

create_clock -name clk0 -period $clk_period [get_ports {clk}]

set non_clock_inputs [all_inputs -no_clocks]
set_input_delay [expr $clk_period * $clk_io_pct] -clock clk0 $non_clock_inputs
set_output_delay [expr $clk_period * $clk_io_pct] -clock clk0 [all_outputs]
==> writeup.txt <==
The run finished, with violations left. Per the power-grid run, VDD falls by no more than 0.000652 V. With the overall routing resource usage at 0.410, the synthesized cell area is 3670 um2.

The tools report the number of global-route vias before repair as 5,485. Per the STA report, the cell with the highest stage delay on the worst path is sky130_fd_sc_hd__a211o_4. The share of post-route cells with drive strength above 1 was 0.442; the number of buffer and inverter stages on the critical path was 2.

Per the run summary, max-cap violations total 0. From the final report, the count of setup violators was given as 13. The warning count from the yosys run came out at 1. Setup repair after global routing could not meet its margin everywhere. The wire-length estimate of the detail-placed layout is 15.0 mm.

The switching share of total power was 0.476. The logs give 2950 uW for the internal power consumption and 12 for the number of clock sinks seen by CTS. The worst setup path is launched from an input port.

The tools report the switching component of the power as 2670 uW. The logs give 2 for the maximum number of buffers from clock root to sink and 5,755 for the via count. The placement summary gives the final routability congestion estimate as 1.08. In the log, the iteration count for the first detailed-route pass is 6. The run gives 0 for the number of inserted diodes. Cell family with the largest share of critical-path delay: simple AND/OR/NAND/NOR gates. The worst setup path is captured at a flop.

For reference, the placement row count at floorplan is 34. The logs give 9570 um2 for the area of the die and 1 for the count of H-tree levels built during CTS. The run gives 2790 ps for the critical path data arrival time.

Dividing the synthesized area by the synthesized cell count gives 6.50 um2. Die extent in y: 97.9 um. The run gives 575 for the violation tally from detailed-route iteration zero. With the async set-reset flop share out of synthesis at 1.00, the total power per unit cell area is 878 nW/um2.

The number of different library cells used by synthesis comes to 78. TritonCTS built the clock tree. Per the Yosys statistics, synthesis produced 565 cells. For this run, the chip area from Yosys synthesis comes to 3670 um2. For the number of instances in the synthesized netlist, the log shows 565. Once detail routing completed, the nets flagged for antenna violations numbered 0.

For the combinational fraction of design power, the log shows 0.833. The width of the die was 97.9 um. The area taken by sequential standard cells is reported as 300 um2.

With the detailed-route DRC error count at 0, the largest stage delay on the critical path is 400 ps. The first global-routing pass estimated 30.1 mm of wire. The run gives 0.079 as the portion of total power attributed to the clock network. The synthesis report names the predominant flop master as sky130_fd_sc_hd__dfrtp_1. Source of the critical timing path: offsetX[5].

For the area of the placeable core, the log shows 8810 um2. Once synthesis finished, the tally of register bits stood at 12. OpenROAD emitted warnings numbering 32. The checks that failed: setup timing. The post-place instance area came out at 5840 um2. The worst relative slew slack was 0.519; the number of inserted filler cells in the final layout was 668.

Counting pins that exceed their max-slew limit in the final report gives 0. The final timing report lists a hold violation count of 0. Entering global routing, the biggest net connects 26 pins. The post-layout period usage of the worst path was 2.24. The area growth from synthesis to layout is 74.2%. The register share of total power came out at 0.088. Walking the worst path, the cells encountered are buf_12, nor3_4, nand2_1, xor2_1, ha_1, and2_4, a311o_1, a211o_4, nand2_8, buf_4, nor4_2, nor4_1, o32ai_1.

The run gives 22.2 um for the routed wire length per instance. The final critical-path setup slack was -1480 ps. The floorplan core density was 0.417; the post-synth tally of flip-flops with integrated enable was 0. The setup path with the least slack is of type input port to flop. The minimum period implied by the final worst setup slack came out at 2680 ps. For the worst hold slack after final layout, the log shows 293 ps. The run gives 3510 um2 for the area occupied by multi-input gates.

After routing the design area is 6400 um2. The global route total overflow was 0. The clock transition at the registers of the reported paths came out at 60 ps. The placement report lists the number of port buffers as 33. Leakage power of the design: 0.00273 uW.

The required time reported for the critical path endpoint was 1310 ps. Looking at the max-slew report, the worst-margin pin has a slew of 714 ps. In the routed layout, each cell is associated on average with a via count of 6.42. The final layout contains routed wiring with a total length of 19.9 mm. The hold buffer count at cts was 0.

The total I/O pin count was 38; the initial antenna violation count was 0. The tree is rooted in a sky130_fd_sc_hd__clkbuf_8. The tightest min-delay check is of the input port to asynchronous set/reset pin type. The register area share after synthesis was 0.0817; the TritonCTS buffer count was 3. Static timing analysis puts the maximum clock frequency at 373 MHz.

Maximum fanout count along the critical path: 7.
synth_stat cells, drive strengths merged (3+ instances only):
library cell	n	area (um2)
o221ai	5	43.8
a2111oi	4	35.0
a31oi	13	81.3
nor4	9	62.6
xor2	7	61.3
a21o	4	30.0
o32ai	8	70.1
and3	3	18.8
a221oi	7	92.6
nor2	48	188
ha	10	125
a21oi	65	325
o22ai	14	87.6
xnor2	13	114
nor2b	12	75.1
o31ai	8	73.8
a211o	4	35.0
clkbuf	26	97.6
o311ai	3	26.3
or2	4	25.0
nand3	14	70.1
nand2b	13	81.3
o21a	4	30.0
o21ai	64	320
nand4	4	25.0
a211oi	15	113
and2	8	50.1
a32o	3	30.0
dfrtp	12	300
nand2	39	154
or3	3	18.8
a311oi	3	26.3
inv	14	52.6
mux2i	4	40.0
o211ai	7	66.3
buf	34	174
a41oi	3	26.3
nor3	20	105
sequential cells by signal, summed over array words and instances (netlist names):
| register | count |
|---|---|
| RGBout | 8 |
| HitEdgeCode | 4 |
repair_timing:
action                                  in CTS  in global routing
gates cloned                                 1                  0
pin swaps                                   29                 36
buffers inserted                             8                  5
gates resized                               74                 67
endpoints found under the setup margin      25                 15
final timing paths:
path	end	slack, ps	depth (start not counted)
max	RGBout[5]	-1480	13
min	RGBout[5]	290	2
max in group asynchronous	HitEdgeCode[0]	740	2
min in group clk0	HitEdgeCode[0]	610	5
metal layers:
metal  GRT usage  vias up  wire length [um]
li1            -     2606                 -
met1       0.571     2665              8170
met2       0.621      400              8360
met3      0.0988       84              2410
met4       0.152        0               952
met5           0        -                 0
power by group through the flow:
stage / combinational, uW / clock (uW) / sequential [uW]
4_1_cts: 4160 / 444 / 488
6_report: 4680 / 444 / 492
5_1_grt: 4920 / 473 / 497
per-stage QoR:
| stage | setup slack (ps) | total power, uW | instances | utilization | setup TNS (ps) |
|---|---|---|---|---|---|
| floorplan | -1330 | 2450 | 565 | - | -12120 |
| global placement | -2160 | 4450 | 882 | 0.663 | -21650 |
| detailed placement | -2140 | 4450 | 882 | 0.663 | -21870 |
| CTS | -1520 | 5100 | 894 | 0.694 | -14620 |
| global route | -1530 | 5880 | 896 | 0.727 | -14450 |
| finish | -1480 | 5620 | 896 | 0.727 | -13480 |
area by class of cell:
cell class,instances,area share
flip-flops and latches,12,0.0469
well taps,108,0.0211
clock buffers,4,0.00860
repair buffers,278,0.363
multi-input cells,479,0.549
inverters,15,0.0123
cells by family (layout without fill, tap and decap cells):
logic type	count (synthesis)	after routing	synth area share
flip-flops	12	12	0.0817
XOR/XNOR	20	20	0.0477
buffers and inverters	75	297	0.0892
multiplexers	5	5	0.0140
AND/OR/NAND/NOR	183	184	0.252
AND-OR/OR-AND	257	257	0.468
adder cells (fa/ha/maj)	13	13	0.0477
placed cells by master (no fill, tap or decap), types with 6 or more instances in the layout:
master                              n
sky130_fd_sc_hd__a211oi_1           9
sky130_fd_sc_hd__a211oi_2           6
sky130_fd_sc_hd__a21oi_1           63
sky130_fd_sc_hd__a31oi_1           10
sky130_fd_sc_hd__and2_1             7
sky130_fd_sc_hd__buf_12            12
sky130_fd_sc_hd__buf_4            218
sky130_fd_sc_hd__buf_6             18
sky130_fd_sc_hd__clkdlybuf4s50_1    7
sky130_fd_sc_hd__dfrtp_1           12
sky130_fd_sc_hd__dlygate4sd2_1     11
sky130_fd_sc_hd__inv_1              7
sky130_fd_sc_hd__nand2_1           36
sky130_fd_sc_hd__nand2b_1          12
sky130_fd_sc_hd__nand3_1           13
sky130_fd_sc_hd__nor2_1            41
sky130_fd_sc_hd__nor2b_1           11
sky130_fd_sc_hd__nor3_1            16
sky130_fd_sc_hd__o211ai_1           6
sky130_fd_sc_hd__o21ai_0           54
sky130_fd_sc_hd__o21ai_1            9
sky130_fd_sc_hd__o22ai_1           13
sky130_fd_sc_hd__xnor2_1           10
sky130_fd_sc_hd__xor2_1             6
Power figures rest on the tool's default switching activity, not on a simulated workload.
